`flow/run.sh`:
```
#!/bin/bash
# OpenROAD 26Q1-2900-gdf79404cd8, Yosys 0.63+post, stock flow scripts
make -C /OpenROAD-flow-scripts/flow DESIGN_CONFIG=/design/flow/config.mk WORK_HOME=/design/flow/orfs finish
```
`flow/config.mk`:
```
export PLATFORM = sky130hd
export DESIGN_NAME = simple_spi_top
export DESIGN_NICKNAME = simple_spi_top
export VERILOG_FILES = /design/flow/design.v
export SDC_FILE = /design/flow/constraint.sdc
export NUM_CORES = 4
export LEC_CHECK = 1
export CORE_UTILIZATION = 40
```
`flow/constraint.sdc`:
```
current_design simple_spi_top

set clk_period 5.3
set clk_io_pct 0.2

create_clock -name clk0 -period $clk_period [get_ports {pclk_i}]

set non_clock_inputs [all_inputs -no_clocks]
set_input_delay [expr $clk_period * $clk_io_pct] -clock clk0 $non_clock_inputs
set_output_delay [expr $clk_period * $clk_io_pct] -clock clk0 [all_outputs]
```
`flow/design.v`:
```
     `timescale 1ns / 10ps
     // synopsys translate_off
     // synopsys translate_on
     module fifo4(clk, rst, clr,  din, we, dout, re, full, empty);
     parameter dw = 8;
     input           clk, rst;
     input           clr;
     input   [dw:1]  din;
     input           we;
     output  [dw:1]  dout;
     input           re;
     output          full, empty;
     reg     [dw:1]  mem[0:7];		 
     reg     [2:0]   wp;				 
     reg     [2:0]   rp;				 
     wire    [2:0]   wp_p1;			 
	  wire    [2:0]   rp_p1;
     wire            full, empty;	 
     reg             gb;
     always @(posedge clk or negedge rst)
             if(!rst)        wp <= #1 3'h0;		 
             else
             if(clr)         wp <= #1 3'h0;
             else
             if(we)          wp <= #1 wp_p1;		 
     assign wp_p1 = wp + 3'h1;						 
     always @(posedge clk or negedge rst)
             if(!rst)        rp <= #1 3'h0;		 
             else
             if(clr)         rp <= #1 3'h0;		 
             else
             if(re)          rp <= #1 rp_p1;		 
     assign rp_p1 = rp + 3'h1;						 
     assign  dout = mem[ rp ];						 
     always @(posedge clk)
             if(we)  mem[ wp ] <= #1 din;			 
     assign empty = (wp == rp) & !gb;				 
     assign full  = (wp == rp) &  gb;				 
     always @(posedge clk)
             if(!rst)                        gb <= #1 1'b0;		 
             else
             if(clr)                         gb <= #1 1'b0;		 
             else
             if((wp_p1 == rp) & we)          gb <= #1 1'b1;		 
             else
             if(re)                          gb <= #1 1'b0;		 
     endmodule
     // synopsys translate_off
     // synopsys translate_on
     module simple_spi_top( 
        prdata_o, pirq_o, sck_o, mosi_o, ssn_o, 
        pclk_i, prst_i, psel_i, penable_i, paddr_i, pwrite_i, pwdata_i, 
        miso_i
        );
        input         pclk_i;          
        input         prst_i;          
        input         psel_i;          
        input         penable_i;       
        input [2:0]   paddr_i;         
        input         pwrite_i;        
        input [7:0]   pwdata_i;        
        output [7:0]  prdata_o;        
        reg [7:0]     prdata_o;
        output        pirq_o;          
        reg           pirq_o;
        output        sck_o;           
        reg           sck_o;
        output        mosi_o;          
        input         miso_i;          
        output [7:0]  ssn_o;   
        reg [7:0] spcr;       		 
        wire [7:0] spsr;       		 
        reg [7:0]  sper;       		 
        reg [7:0]  treg; 				 
        reg [7:0]  spssr;            
        wire [7:0] rfdout;
        reg        wfre, rfwe;
        wire       rfre, rffull, rfempty;
        wire [7:0] wfdout;
        wire       wfwe, wffull, wfempty;
        wire       tirq;      
        wire       wfov;      
        reg [1:0]  state;     
        reg [2:0]  bcnt;
        wire       apb_acc = psel_i & penable_i;
        wire       apb_wr = psel_i & penable_i & pwrite_i;
        reg        ack;
        assign     ssn_o = spssr;
        always @(posedge pclk_i or negedge prst_i)
          if (~prst_i)
            begin
               spcr <= #1 8'h10;   
               sper <= #1 8'h00;
               spssr <= #1 8'hFF;
            end
          else
            if (apb_wr) begin
               if (paddr_i == 3'b000)
                 spcr <= #1 pwdata_i | 8'h10;  
               else if (paddr_i == 3'b011)
                 sper <= #1 pwdata_i;
               else if (paddr_i == 3'b100)
                 spssr <= #1 pwdata_i;
            end
        assign wfwe = apb_acc & (paddr_i == 3'b010) & pwrite_i;	 
        assign wfov = wfwe & wffull;		 
        always @(posedge pclk_i)
          case(paddr_i) // synopsys full_case parallel_case
            3'b000: prdata_o <= #1 spcr;
            3'b001: prdata_o <= #1 spsr;
            3'b010: prdata_o <= #1 rfdout;
            3'b011: prdata_o <= #1 sper;
            3'b100: prdata_o <= #1 spssr;
            default: prdata_o <= #1 8'bX;
          endcase
        assign rfre = apb_acc & (paddr_i == 3'b010) & ~pwrite_i;		 
        always @(posedge pclk_i or negedge prst_i)
          if (~prst_i)
            ack <= #1 1'b0;
          else
            ack <= #1 apb_acc & ~ack;
        wire   spie = spcr[7];    
        wire   spe  = spcr[6];    
        wire   dwom = spcr[5];    
        wire   mstr = spcr[4];    
        wire   cpol = spcr[3];    
        wire   cpha = spcr[2];    
        wire [1:0] spr  = spcr[1:0];  
        wire [1:0] icnt = sper[7:6];  
        wire [1:0] spre = sper[1:0];  
        wire [3:0] espr = {spre, spr};
        wire       wr_spsr = apb_wr & (paddr_i == 3'b001);
        reg        spif;
        always @(posedge pclk_i)
          if (~spe)
            spif <= #1 1'b0;
          else
            spif <= #1 (tirq | spif) & ~(wr_spsr & pwdata_i[7]);
        reg        wcol;
        always @(posedge pclk_i)
          if (~spe)
            wcol <= #1 1'b0;
          else
            wcol <= #1 (wfov | wcol) & ~(wr_spsr & pwdata_i[6]);
        assign     spsr[7]   = spif;
        assign     spsr[6]   = wcol;
        assign     spsr[5:4] = 2'b00;
        assign     spsr[3]   = wffull;
        assign     spsr[2]   = wfempty;
        assign     spsr[1]   = rffull;
        assign     spsr[0]   = rfempty;
        always @(posedge pclk_i)
          pirq_o <= #1 spif & spie;
        fifo4 #(8) rfifo
          (		.clk   ( pclk_i   ),
               .rst   ( prst_i   ),
               .clr   ( ~spe    ),
               .din   ( treg    ),
               .we    ( rfwe    ),
               .dout  ( rfdout  ),
               .re    ( rfre    ),
               .full  ( rffull  ),
               .empty ( rfempty )
           );
        fifo4 #(8) wfifo
          (		.clk   ( pclk_i   ),
               .rst   ( prst_i   ),
               .clr   ( ~spe    ),
               .din   ( pwdata_i   ),
               .we    ( wfwe    ),
               .dout  ( wfdout  ),
               .re    ( wfre    ),
               .full  ( wffull  ),
               .empty ( wfempty )
           );
        reg [11:0] clkcnt;
        always @(posedge pclk_i)
          if(spe & (|clkcnt & |state))
            clkcnt <= #1 clkcnt - 10'h1;
          else
            case (espr) // synopsys full_case parallel_case
              4'b0000: clkcnt <= #1 12'h0;    
              4'b0001: clkcnt <= #1 12'h1;    
              4'b0010: clkcnt <= #1 12'h3;    
              4'b0011: clkcnt <= #1 12'hf;    
              4'b0100: clkcnt <= #1 12'h1f;   
              4'b0101: clkcnt <= #1 12'h7;    
              4'b0110: clkcnt <= #1 12'h3f;   
              4'b0111: clkcnt <= #1 12'h7f;   
              4'b1000: clkcnt <= #1 12'hff;   
              4'b1001: clkcnt <= #1 12'h1ff;  
              4'b1010: clkcnt <= #1 12'h3ff;  
              4'b1011: clkcnt <= #1 12'h7ff;  
            endcase
        wire       ena = ~|clkcnt;
        always @(posedge pclk_i)
          if (~spe)
            begin
               state <= #1 2'b00;  
               bcnt  <= #1 3'h0;
               treg  <= #1 8'h00;
               wfre  <= #1 1'b0;
               rfwe  <= #1 1'b0;
               sck_o <= #1 1'b0;
            end
          else
            begin
               wfre <= #1 1'b0;
               rfwe <= #1 1'b0;
               case (state) //synopsys full_case parallel_case
                 2'b00:  
                   begin
                      bcnt  <= #1 3'h7;    
                      treg  <= #1 wfdout;  
                      sck_o <= #1 cpol;    
                      if (~wfempty) begin
                         wfre  <= #1 1'b1;
                         state <= #1 2'b01;
                         if (cpha) sck_o <= #1 ~sck_o;
                      end
                   end
                 2'b01:  
                   if (ena) begin
                      sck_o   <= #1 ~sck_o;
                      state   <= #1 2'b11;
                   end
                 2'b11:  
                   if (ena) begin
                      treg <= #1 {treg[6:0], miso_i};
                      bcnt <= #1 bcnt -3'h1;
                      if (~|bcnt) begin
                         state <= #1 2'b00;
                         sck_o <= #1 cpol;
                         rfwe  <= #1 1'b1;
                      end else begin
                         state <= #1 2'b01;
                         sck_o <= #1 ~sck_o;
                      end
                   end
                 2'b10: state <= #1 2'b00;
               endcase
            end
        assign mosi_o = treg[7];
        reg [1:0] tcnt;  
        always @(posedge pclk_i)
          if (~spe)
            tcnt <= #1 icnt;
          else if (rfwe)  
            if (|tcnt)
              tcnt <= #1 tcnt - 2'h1;
            else
              tcnt <= #1 icnt;
        assign    tirq = ~|tcnt & rfwe;
     endmodule
```
==> results.txt <==
The synthesis and place-and-route flow finished, so here is a summary.

The number of buffers inserted to repair setup after CTS is 0. The setup skew after layout is around 0.024 ns. The placement summary gives the final routability congestion estimate as around 0.87. Per the skew report, the later register of the worst-skew pair sees a clock latency of around 0.52 ns. The detailed-placement wirelength estimate is between 10,000 and 15,000 um. The relative slew slack is 0.4380. The area recorded from the Yosys report for this design is 9146 um2. The final number of hold-violating endpoints came out at 0. The area growth from synthesis to final layout is 15.29%. The total overflow reported by the global router is 0. The tally of buffers added on design ports is 35. The critical path is of the primary input to flip-flop type.

The number of levels in the clock H-tree came out at 1. Among all stages on the critical path, the largest delay is contributed by sky130_fd_sc_hd__clkdlybuf4s50_1. By area, the combinational part of the netlist is dominated by multiplexers. Per the timing report, the most critical flop-to-flop path finishes at clkcnt[11].

The clock tree from TritonCTS is built. The flow ran to the end, and the final reports show no timing, DRC or antenna violations. The maximum clock frequency is about 320 MHz. After floorplanning, the core was divided into 54 placement rows.

The worst setup slack after placement came out at ~1.7 ns. The gate count after technology mapping is 618. Looking at hold timing, the worst path starts from wfifo.gb. Per Yosys stat, the portion of area used by sequential elements is 0.6265. The number of setup violations in the final report is 0. The via count is roughly 5,300.

After layout, the minimum clock period comes to slightly above 3 ns. The post-detailed-route wirelength per cell is 20.37 um. The yosys stat cell total came out at 618. In the post-synthesis netlist, the biggest area contributors are sky130_fd_sc_hd__edfxtp_1 47%, sky130_fd_sc_hd__mux4_2 7.9%, sky130_fd_sc_hd__dfrtp_1 7.4%.

The fraction of layout instances using a drive strength above 1 came out at 0.2226. The logic area came out at around 3200 um2. Counting instances, the worst hold path has a depth of 2. Setup repair after global routing left no endpoint under its margin. The number of search-and-repair iterations in the first detailed-routing pass came out at 7.

The critical path required time came out at 5.44 ns. The fraction of the cycle the final worst path needs came out at 0.5837. The OpenROAD warning count is 32.

Setup slack on the critical path of the routed design comes to 2.206 ns. From left edge to right edge, the die measures 153.2 um. The multiplexer share of the synthesized area is 0.1369. The overall track demand over capacity in global routing is 0.1814. The count of cell types in the netlist is 71. The arrival time at the worst endpoint is approximately 3.2 ns. The top cell type's share of synthesized area is 0.4662.

The number of global-route vias before repair came out at between 5,000 and 6,000. The area of the mapped netlist came out at just over 9000 um2. The synthesis report names the predominant flop master as sky130_fd_sc_hd__edfxtp_1. Traced cell by cell, the critical path runs through clkdlybuf4s50_1 -> nor3b_2 -> nand3_1 -> nor2_1. The clock tree has to reach just over 200 sinks. The overall die size recorded for this design is between 20,000 and 25,000 um2. The cell count of the worst reg-to-reg path is 6. Total power normalized to cell area comes to between 300 and 400 nW/um2. The post-synthesis register bit count came out at 206. The first global-routing pass estimated 30,310 um of wire.

The initial antenna violation count is 0. The worst setup path is captured at a flip-flop. The report counts max-capacitance violations totalling 0. Entering global routing, the biggest net connects 41 pins.

According to the I/O placement log, the pin count is 36. The root buffer cell chosen for the clock tree is sky130_fd_sc_hd__clkbuf_16. In the final layout, flip-flops and latches occupy 5731 um2. After filler insertion, the fill cell instance count of the layout stands at 1,824. The leakage power came out at approximately 0.0037 uW.

The number of buffers on the longest clock path is 3. The critical register-to-register path startpoint is clkcnt[0]. The min-delay analysis places its worst path in the category flip-flop to flip-flop.

The path with the worst hold slack has its endpoint at wfifo.gb. The post-synth count of flops with an enable pin is between 100 and 150. Of the total synthesized cell area, the portion taken by AND-OR and OR-AND cells is 0.07784. The count of cells resized by post-cts repair is 0. The largest fanout on the critical path is 22.

The final-layout worst hold slack came out at roughly 0.49 ns. The critical path's largest stage delay is slightly below 0.8 ns. The antenna violation net count after detailed routing came out at 0. The mean cell area of the mapped netlist came out at 14.80 um2. The share of async-settable or async-resettable flops after synthesis is 0.1699.

The largest total area in the synthesized netlist belongs to sky130_fd_sc_hd__edfxtp_1. The slew at the pin closest to its max-slew limit came out at 0.8353 ns. The xor-xnor portion of the synthesized cell area came out at 0.02490. For this run, the script counts the antenna cells in the layout as 0. The violation count after the first detailed-routing iteration is 480. The fraction of the core area occupied by cells at floorplan is 0.4140. The area of the core came out at between 20,000 and 25,000 um2. The post-synthesis adder-cell area fraction is 0.02052. For this block, the routed nets add up to just under 20,000 um of wire.

The y dimension of the die is 153.2 um. The timing report gives the clock slew at the launch and capture registers of the worst setup and hold paths as around 0.06 ns. The CTS buffer count came out at 22. The worst VDD IR drop from the latest analysis is between 200 and 250 uV.

STA classifies the critical path startpoint as a primary input. The via density per instance is between 5 and 6. The warning count from the yosys run is 5. The internal reg-to-reg setup slack came out at 2.35 ns.

The max-slew violation count came out at 0. The number of design rule violations left after detail routing came out at 0. The fraction of the mapped netlist area in simple logic gates came out at 0.08728. The summed negative setup slack over all endpoints is 0 ns.

The number of hold-repair buffers added at the cts stage came out at 0.
-- layout make-up --
class	instances	area share
sequential	206	0.5434
multi-input combinational	358	0.3014
clock buffer	26	0.05458
timing repair buffer	54	0.04627
tap	280	0.03322
clock inverter	14	0.01542
inverter	16	0.005695
-- critical path: cells and delay by family --
family / cells / cell delay [ns]
and+or+nand+nor: 3 / 1.39
buffers and inverters: 1 / 0.78
-- layer usage --
layer / track usage / wire length [um] / part of all wire
met4: 0.02742 / 265 / 0.014
met3: 0.09705 / 2324 / 0.12
met1: 0.2600 / 8143 / 0.42
met2: 0.2633 / 8703 / 0.45
met5: 0 / 0 / 0
-- cells in the mapped netlist, types with 3 or more instances --
cell,n
sky130_fd_sc_hd__or3b_2,3
sky130_fd_sc_hd__and2_1,10
sky130_fd_sc_hd__edfxtp_1,142
sky130_fd_sc_hd__or2_2,3
sky130_fd_sc_hd__o21ai_0,14
sky130_fd_sc_hd__dfxtp_1,29
sky130_fd_sc_hd__a21oi_1,20
sky130_fd_sc_hd__nor4_1,4
sky130_fd_sc_hd__nor2_1,29
sky130_fd_sc_hd__nand3_1,6
sky130_fd_sc_hd__inv_1,16
sky130_fd_sc_hd__nor2b_1,12
sky130_fd_sc_hd__mux2_2,25
sky130_fd_sc_hd__clkbuf_1,20
sky130_fd_sc_hd__xnor2_1,14
sky130_fd_sc_hd__ha_1,15
sky130_fd_sc_hd__a222oi_1,3
sky130_fd_sc_hd__nand2b_1,13
sky130_fd_sc_hd__mux2i_1,25
sky130_fd_sc_hd__o211ai_1,3
sky130_fd_sc_hd__o22ai_1,6
sky130_fd_sc_hd__o221a_2,9
sky130_fd_sc_hd__xor2_1,12
sky130_fd_sc_hd__nand2_1,29
sky130_fd_sc_hd__buf_2,13
sky130_fd_sc_hd__mux4_2,32
sky130_fd_sc_hd__dfstp_2,8
sky130_fd_sc_hd__dfrtp_1,27
sky130_fd_sc_hd__o21a_1,5
sky130_fd_sc_hd__nor3_1,10
sky130_fd_sc_hd__a22o_1,3
-- logic make-up after synthesis --
family	after synthesis
and+or+nand+nor	142
xor gates and xnor gates	26
buffers and inverters	54
DFF	206
adders and majority gates	15
AOI/OAI and AO/OA	93
muxes	82
-- cell usage in the layout, fill, tap and decap left out, drive strengths merged, types with 3 or more instances in the layout --
cell type	Yosys	layout
edfxtp	142	142
clkdlybuf4s50	0	34
mux4	32	32
nor2	31	31
nand2	29	29
dfxtp	29	29
dfrtp	27	27
clkbuf	20	26
mux2i	25	25
mux2	25	25
a21oi	21	21
buf	18	20
inv	16	16
o21ai	16	16
ha	15	15
xnor2	14	14
nand2b	13	13
nor2b	12	12
xor2	12	12
nor3	11	11
and2	10	10
clkinv	0	10
o221a	9	9
dfstp	8	8
o22ai	6	6
nand3	6	6
nor4	6	6
o21a	5	5
or3b	4	4
or2	3	3
o211ai	3	3
a22o	3	3
a222oi	3	3
bufinv	0	3
nor3b	3	3
or4	3	3
-- state kept, by name, indices dropped and copies added (netlist names), 3 cells and up --
register / count
clkcnt: 12
rfifo.rp: 3
sper: 8
prdata_o: 8
spssr: 8
rfifo.wp: 3
wfifo.wp: 3
wfifo.mem: 64
bcnt: 3
wfifo.rp: 3
spcr: 7
treg: 8
rfifo.mem: 64
-- worst max path at each step --
stage / depth (start not counted) / start / slack (ns) / to
4_1_cts: 4 / paddr_i[2] / 2.24 / wfifo.mem[7][3]
5_1_grt: 4 / paddr_i[2] / 1.97 / wfifo.mem[7][4]
6_report: 4 / paddr_i[2] / 2.21 / wfifo.mem[7][0]
-- metrics by stage --
| stage | utilization | instance area, um2 | instances | total power (uW) |
|---|---|---|---|---|
| finish | 0.4773 | 10550 | 954 | 3929 |
| global route | 0.4773 | 10550 | 954 | 4089 |
| CTS | 0.4773 | 10550 | 954 | 3966 |
| detailed placement | 0.4439 | 9807 | 914 | 2415 |
| global placement | 0.4439 | 9807 | 914 | 2406 |
| floorplan | - | 9146 | 618 | 2248 |
-- power by group --
part,internal [uW],switching [uW],leakage [uW]
Clock,927,616,0.000360
Sequential,1860,115,0.00199
Combinational,203,210,0.00132
Total,2990,941,0.00367
No activity file was given, so power comes from the tool's default toggle rates.
