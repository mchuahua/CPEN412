$ cat /design/flow/config.mk
export PLATFORM = sky130hd
export DESIGN_NAME = M68kAssociativeCacheController_Verilog
export DESIGN_NICKNAME = M68kAssociativeCacheController_Verilog
export VERILOG_FILES = /design/flow/design.v
export SDC_FILE = /design/flow/constraint.sdc
export NUM_CORES = 4
export LEC_CHECK = 1
export CORE_AREA = 10 10 117 117
export DIE_AREA = 0 0 127 127
$ cat /design/flow/constraint.sdc
current_design M68kAssociativeCacheController_Verilog

set clk_period 2.5
set clk_io_pct 0.2

create_clock -name clk0 -period $clk_period [get_ports {Clock}]

set non_clock_inputs [all_inputs -no_clocks]
set_input_delay [expr $clk_period * $clk_io_pct] -clock clk0 $non_clock_inputs
set_output_delay [expr $clk_period * $clk_io_pct] -clock clk0 [all_outputs]
$ cat /design/flow/design.v
module M68kAssociativeCacheController_Verilog (
		input Clock,															 
		input Reset_L,    													 
		input DramSelect68k_H, 												 
		input unsigned [31:0] AddressBusInFrom68k,					 
		input unsigned [15:0] DataBusInFrom68k,  						 
		output reg unsigned [15:0] DataBusOutTo68k,  				 
		input UDS_L,	   													 
		input LDS_L,	   													 
		input WE_L, 															 
		input AS_L,									
		input DtackFromDram_L,												 
		input CAS_Dram_L,														 
		input RAS_Dram_L,														 
		input unsigned [15:0] DataBusInFromDram, 						 
		output reg unsigned [15:0] DataBusOutToDramController,	 
		input unsigned [15:0] DataBusInFromCache,						 
		output reg UDS_DramController_L,									 
		output reg LDS_DramController_L,									 
		output reg DramSelectFromCache_L,	
		output reg WE_DramController_L,									 
		output reg AS_DramController_L,
		output reg DtackTo68k_L,											 
		output reg unsigned [3:0] TagCache_WE_L,						 
		output reg unsigned [3:0] DataCache_WE_L,						 
		output reg unsigned [3:0] ValidBit_WE_L,						 
		output reg unsigned [31:0] AddressBusOutToDramController,	 
		output reg unsigned [24:0] TagDataOut,								 
		output reg unsigned [2:0] WordAddress,								 
		output reg ValidBitOut_H,												 
		output reg unsigned [2:0] Index,										 
		input unsigned [3:0] ValidHit_H,									 
		input unsigned [3:0] Valid_H,										 
		input unsigned [2:0] LRUBits_In,	
		output reg unsigned [2:0] LRUBits_Out,	
		output reg LRU_WE_L,
		output unsigned [4:0] CacheState	
	);
	parameter	Reset								= 5'b00000;								
	parameter	InvalidateCache 				= 5'b00001;
	parameter 	Idle 								= 5'b00010;
	parameter	CheckForCacheHit 				= 5'b00011;	
	parameter	ReadDataFromDramIntoCache	= 5'b00100;
	parameter	CASDelay1 						= 5'b00101;
	parameter	CASDelay2 						= 5'b00110;
	parameter	BurstFill 						= 5'b00111;
	parameter	EndBurstFill 					= 5'b01000;
	parameter	WriteDataToDram 				= 5'b01001;
	parameter	WaitForEndOfCacheRead		= 5'b01010;
	reg unsigned [4:0] CurrentState;					 
	reg unsigned [4:0] NextState; 						 
	reg unsigned [15:0] BurstCounter;					 
	reg BurstCounterReset_L;								 
	reg unsigned [1:0] ReplaceBlockNumber;				 
	reg unsigned [1:0] ReplaceBlockNumberData;		 
	reg LoadReplacementBlockNumber_H;					 
	reg  LRUBits_Load_H;
	reg  unsigned [2:0]  LRUBits;
	assign CacheState = CurrentState;								 
   always@(posedge Clock, negedge Reset_L)
	begin
		if(Reset_L == 0)
			CurrentState <= Reset ;
		else
			CurrentState <= NextState;	
	end
	always@(posedge Clock)
	begin
		if(BurstCounterReset_L == 0) 						 
			BurstCounter <= 16'b0000000000000000 ;
		else
			BurstCounter <= BurstCounter + 1;			 
	end
	always@(posedge Clock)
	begin
		if(LoadReplacementBlockNumber_H == 1) 
			ReplaceBlockNumber <= ReplaceBlockNumberData;			 
	end
	always@(posedge Clock)
	begin
		if(LRUBits_Load_H == 1)
			LRUBits	<= LRUBits_In;			 
	end
	always@(*)
	begin
		DataBusOutTo68k 					<= DataBusInFromCache;
		DataBusOutToDramController 	<= DataBusInFrom68k;
		AddressBusOutToDramController[31:4]	<= AddressBusInFrom68k[31:4];
		AddressBusOutToDramController[3:1]	<= 3'b000;								 
		AddressBusOutToDramController[0] 	<= 0;										 
		TagDataOut							<= AddressBusInFrom68k[31:7];				 
		Index									<= AddressBusInFrom68k[6:4];				 
		UDS_DramController_L				<= UDS_L;
		LDS_DramController_L	   		<= LDS_L;
		WE_DramController_L 				<= WE_L;
		AS_DramController_L				<= AS_L;
		DtackTo68k_L						<= 1;												 
		TagCache_WE_L 						<= 4'b1111;										 
		DataCache_WE_L 					<= 4'b1111;										 
		ValidBit_WE_L						<= 4'b1111;										 
		ValidBitOut_H						<= 0;												 
		DramSelectFromCache_L 			<= 1;												 
		WordAddress							<= 3'b000;										 
		BurstCounterReset_L 				<= 1;												 
		ReplaceBlockNumberData 			<= 2'b00;			
		LoadReplacementBlockNumber_H 	<= 0 ;											 
		LRUBits_Out							<= 3'b000;
		LRU_WE_L								<= 1;												 
		LRUBits_Load_H						<= 0;
		NextState 							<= Idle ;										 
		if(CurrentState == Reset) 	begin	  												 
			BurstCounterReset_L 	<= 0;														 
			NextState				<= InvalidateCache;									 
		end
		else if(CurrentState == InvalidateCache) begin	  						
			if(BurstCounter == 8) 														 
				NextState 						<= Idle;
			else begin
				NextState						<= InvalidateCache;					 
				Index	 							<= BurstCounter[2:0];				 
				ValidBitOut_H 					<=	0;		
				ValidBit_WE_L					<= 4'b0000;
				TagDataOut						<= 25'b0000000000000000000000000;	
				TagCache_WE_L					<= 4'b0000;							 
				LRUBits_Out						<= 3'b000;
				LRU_WE_L							<= 0;
			end
		end
		else if(CurrentState == Idle) begin									 
			if ((AS_L == 0) && (DramSelect68k_H == 1)) begin
				LRUBits_Load_H <= 1;
				if(WE_L == 1) begin
					UDS_DramController_L <= 1'b0;
					LDS_DramController_L <= 1'b0;
					NextState <= CheckForCacheHit;
				end
				else begin
					ValidBitOut_H <= 1'b0;
					if(|ValidHit_H[3:0]) begin
						ValidBit_WE_L <= ~ValidHit_H;
					end
					DramSelectFromCache_L <= 1'b0;
					NextState <= WriteDataToDram;
				end
			end
		end
		else if(CurrentState == CheckForCacheHit) begin				 
			UDS_DramController_L <= 1'b0;
			LDS_DramController_L <= 1'b0;
			if(|ValidHit_H[3:0]) begin
				WordAddress <= AddressBusInFrom68k[3:1];
				DtackTo68k_L <= 1'b0;
				NextState <= WaitForEndOfCacheRead;
				if((LRUBits[0] == 0) && (LRUBits[1]==0))
					LRUBits_Out <= {LRUBits[2],2'b11};
				else if((LRUBits[0] == 0) && (LRUBits[1]==1))
					LRUBits_Out <= {LRUBits[2],2'b01};
				else if((LRUBits[0] == 1) && (LRUBits[2]==0))
					LRUBits_Out <= {1'b1, LRUBits[1],1'b0};
				else
					LRUBits_Out <= {1'b0, LRUBits[1],1'b0};
				LRU_WE_L <= 0;
			end
			else begin
				DramSelectFromCache_L <= 0;
				if((LRUBits[0] == 0) && (LRUBits[1]==0)) begin
					ReplaceBlockNumberData <= 2'b00;
					LRUBits_Out <= {LRUBits[2],2'b11};
				end
				else if((LRUBits[0] == 0) && (LRUBits[1]==1)) begin
					ReplaceBlockNumberData <= 2'b01;
					LRUBits_Out <= {LRUBits[2],2'b01};
				end
				else if((LRUBits[0] == 1) && (LRUBits[2]==0)) begin
					ReplaceBlockNumberData <= 2'b10;
					LRUBits_Out <= {1'b1, LRUBits[1],1'b0};
				end
				else begin
					ReplaceBlockNumberData <= 2'b11;
					LRUBits_Out <= {1'b0, LRUBits[1],1'b0};
				end
				LRU_WE_L <= 0;
				LoadReplacementBlockNumber_H <= 1;
				NextState <= ReadDataFromDramIntoCache;
			end
		end
		else if(CurrentState == WaitForEndOfCacheRead) begin		
			UDS_DramController_L <= 1'b0;
			LDS_DramController_L <= 1'b0;
			WordAddress <= AddressBusInFrom68k[3:1];
			DtackTo68k_L <= 1'b0;
			if (AS_L ==0) begin
				NextState <= WaitForEndOfCacheRead;
			end
		end
		else if(CurrentState == ReadDataFromDramIntoCache) begin
			UDS_DramController_L <= 1'b0;
			LDS_DramController_L <= 1'b0;
			DramSelectFromCache_L <= 1'b0;
			NextState <= ReadDataFromDramIntoCache;
			if((CAS_Dram_L==0) && (RAS_Dram_L==1)) begin
				NextState <= CASDelay1;
			end
			ValidBitOut_H <= 1;
			if (ReplaceBlockNumber == 2'b00) begin
				TagCache_WE_L[0] <= 0;
				ValidBit_WE_L[0] <= 0;
			end
			if (ReplaceBlockNumber == 2'b01) begin
				TagCache_WE_L[1] <= 0;
				ValidBit_WE_L[1] <= 0;
			end
			if (ReplaceBlockNumber == 2'b10) begin
				TagCache_WE_L[2] <= 0;
				ValidBit_WE_L[2] <= 0;
			end
			else begin
				TagCache_WE_L[3] <= 0;
				ValidBit_WE_L[3] <= 0;
			end
		end
		else if(CurrentState == CASDelay1) begin						
			UDS_DramController_L <= 1'b0;
			LDS_DramController_L <= 1'b0;
			DramSelectFromCache_L <= 1'b0;
			NextState <= CASDelay2;
		end
		else if(CurrentState == CASDelay2) begin						
			UDS_DramController_L <= 1'b0;
			LDS_DramController_L <= 1'b0;
			DramSelectFromCache_L <= 1'b0;
			BurstCounterReset_L <= 1'b0;
			NextState <= BurstFill;
		end
		else if(CurrentState == BurstFill) begin
			UDS_DramController_L <= 1'b0;
			LDS_DramController_L <= 1'b0;
			DramSelectFromCache_L <= 1'b0;
			NextState <= BurstFill;
			if(BurstCounter == 8) begin
				NextState <= EndBurstFill;
			end
			else begin
				WordAddress <= BurstCounter[2:0];
				if (ReplaceBlockNumber == 2'b00) begin
					DataCache_WE_L[0] <= 1'b0;
				end
				if (ReplaceBlockNumber == 2'b01) begin
					DataCache_WE_L[1] <= 1'b0;
				end
				if (ReplaceBlockNumber == 2'b10) begin
					DataCache_WE_L[2] <= 1'b0;
				end
				else begin
					DataCache_WE_L[3] <= 1'b0;
				end
			end
		end
		else if(CurrentState == EndBurstFill) begin							 
			UDS_DramController_L <= 1'b0;
			LDS_DramController_L <= 1'b0;
			DramSelectFromCache_L <= 1'b1;
			DtackTo68k_L <= 1'b0;
			WordAddress <= AddressBusInFrom68k[3:1];
			DataBusOutTo68k <= DataBusInFromCache;
			if((AS_L == 1) || (DramSelect68k_H == 0)) begin
				NextState <= Idle;
			end
			else begin
				NextState <= EndBurstFill;
			end
		end
		else if(CurrentState == WriteDataToDram) begin	  					 
			AddressBusOutToDramController <= AddressBusInFrom68k;
			DramSelectFromCache_L <= 1'b0;
			DtackTo68k_L <= DtackFromDram_L;
			if((AS_L == 1) || (DramSelect68k_H == 0)) begin
				NextState <= Idle;
			end
			else begin
				NextState <= WriteDataToDram;
			end
		end		
	end
endmodule
$ cat /design/flow/run.sh
#!/bin/bash
# OpenROAD 26Q1-2900-gdf79404cd8, Yosys 0.63+post, stock flow scripts
make -C /OpenROAD-flow-scripts/flow DESIGN_CONFIG=/design/flow/config.mk WORK_HOME=/design/flow/orfs finish
==> results.toml <==
# generated from flow reports
[logic_synthesis]
ys_area_mm2 = 0.002280
syn_area_mm2 = 0.002280
avgSynthCellArea_um2 = 7.888
yosysWarnings = 1
numSynthFlops = 26
synth_top_flop_cell = "dfxtp_1"
ys_seq_share = 0.2503
synthArstFlopShare = 0.1538
syn-instance-count = 289
synth.distinct_cells = 50
edf_count = 3
yosys_cells = 289

[timing]
fin_crit_ns = 2.537
setup_ws_ns = -0.03665
fin_crit_sh = 1.015
slew_violations = 0
max_freq_ghz = 0.3942
fin_skew_ns = 0.002764
hold_viol = 0
rsz0062_at_grt = "true"
setup_viol = 2
fin_tns_setup_ns = -0.06483

[clock_network]
htreeDepth = 1
clkSinkCount = 26
cts_tree = "done"
clkLatencyLatePin_ns = 0.26
cts_hold_buf = 0
root_buffer = "clkbuf_16"
cts.clk_slew.worst_paths_ns = 0.06
cts.path.max_buffers = 2
cts_buffers = 3

[placed_design]
place_ws_ns = -0.4215
dp_cells = 526
hpwl_um = 6662
gp_congestion = 0.8960
port_buffers = 138

[pwr]
p_leak_nw = 1.662
ir_worst_vdd_mv = 0.4115
cellPowerDensity_mw_per_mm2 = 723.2
p_total_mw = 2.945

[detailed_routing]
routedWlPerCell_um = 15.02
vias = 2410
dr.first_iter.drc_count = 70
first_pass_iters = 4
via_per_inst = 4.335
drc = 0
drt_wl_total_um = 8351
diodes = 0
ant_nets = 0

[job]
warning_count = 49
drv_cap = 0

[critical_path]
worstReg2RegStart = "BurstCounter[1]$_SDFF_PN0_"
cp_cell_sequence = "inv_2 > ha_4 > nor4b_4 > nand4_1 > buf_6 > nand3_4 > buf_6 > buf_6 > buf_6 > mux2_4 > buf_6"
ff2ff_setup_slack_ns = 0.65
cp_common_cell = "buf_6"
crit_buf_inv = 6
slowest_stage = "dfxtp_2"
path_class = "reg2out"
critPathLaunchType = "flop"
endpoint = "Index[1]"
critPathArrivalTime_ns = 2.04
endpoint_kind = "primary output"
max_stage_delay_ns = 0.32
reg2reg_depth = 10
worstReg2RegEnd = "CurrentState[3]$_DFF_PN0_"
cp.depth = 11
cp_max_fo = 5
cp.required_ns = 2.00
critPathTopFamily = "buffers and inverters"
crit_path_start = "BurstCounter[1]$_SDFF_PN0_"

[global_routing]
overflow = 0
grt_use_total = 0.09783
grt_pass1_wl_um = 12970
antenna_found_initial = 0
grt_start_max_net_pins = 16
first_global_vias = 2461

[finish]
layout.cells.most_common = "clkdlybuf4s50_1"
drive_above_1_share = 0.2785
stdcell_count = 556
areaGrowthSynthToFinish_pct = 78.59
most-common-layout-cells = "clkdlybuf4s50_1, buf_4, dlygate4sd2_1, and2_1, nor2_1"
final_util = 0.3596

[die]
chipWidth_um = 127
core-area_mm2 = 0.01132
fp.dieH_um = 127
initial_core_util = 0.2014
ios = 224
fp-row-count = 39
die_area_mm2 = 0.01613

[outcome]
violations = "setup timing"
status = "complete, but fails checks"

[hold_path]
worstHoldPathType = "in2async"
## final cells by class
cell class	instances	area, µm²
fillers	1122	7249
well taps	143	178.9
inverters	7	26.28
flip-flops and latches	26	573.1
multi-input cells	180	1356
repair buffers	196	1837
clock buffers	4	100.1
## worst min path at each step
stage | depth (start not counted) | startpoint | slack [ns] | end
after CTS | 1 | Reset_L | 0.46 | CurrentState[0]$_DFF_PN0_
after global routing | 1 | Reset_L | 0.47 | CurrentState[0]$_DFF_PN0_
final | 1 | Reset_L | 0.45 | CurrentState[0]$_DFF_PN0_
## through the flow
| step | cell area, µm² | hold slack [ns] |
|---|---|---|
| 3_5_place_dp | 3548 | 0.4836 |
| 5_1_grt | 4071 | 0.4660 |
| 4_1_cts | 3959 | 0.4562 |
| 3_3_place_gp | 3548 | 0.4740 |
| 2_1_floorplan | 2280 | 0.2044 |
| 6_report | 4071 | 0.4541 |
## cell usage after synthesis, types with 4 or more instances
cell type  count  area [µm²]
nand2b_1       7       43.79
nor2_1        21       78.83
nand3_1        5       25.02
nor3_1         6       30.03
nand2_1       14       52.55
nor4_1         5       31.28
buf_4         63       473.0
xnor2_1        7       61.31
ha_1           4       50.05
nand4_1        5       31.28
dfrtp_1        4       100.1
clkbuf_1      10       37.54
a21oi_1       11       55.05
and2_1        34       212.7
inv_1          7       26.28
a221oi_1       4       35.03
dfxtp_1       19       380.4
mux2_2         4       45.04
or3_1          5       31.28
o21ai_0       10       50.05
xor2_1         5       43.79
## timing repair
item,in CTS,in global routing
gates resized,113,22
endpoints found under the setup margin,49,41
gates cloned,2,0
setup buffers,14,12
pin swaps,16,7
## registers in the layout, indices dropped and copies added (netlist names)
register	cells
CurrentState	4
BurstCounter	16
LRUBits	3
ReplaceBlockNumber	3
## report_power, final
group | switching (mW) | internal [mW] | leakage, nW | total, mW
clock network | 0.144 | 0.278 | 0.0493 | 0.422
logic | 0.806 | 1.14 | 1.38 | 1.94
registers | 0.0619 | 0.516 | 0.232 | 0.578
## worst register-to-register path: stages (launching register included)
cell     delay [ns]
dfxtp_2        0.32
inv_2          0.06
ha_4           0.12
nor4b_4        0.19
nand4_1        0.13
buf_6          0.16
buf_4          0.13
buf_4          0.12
buf_4          0.13
o31ai_1        0.25
o31a_1         0.19
## kinds of logic after synthesis
kind of cell | share of synthesized area
buffers and inverters | 0.2481
multiplexers | 0.01976
adder cells (fa/ha/maj) | 0.02195
AND-OR/OR-AND | 0.1087
XOR/XNOR | 0.04610
AND/OR/NAND/NOR | 0.3035
other | 0.001645
flip-flops | 0.2503
## per-layer routing
layer	vias to the layer above	GRT usage	wire, µm
met2	141	0.1437	3492
li1	1178	-	-
met4	0	0.02076	166
met1	1077	0.1192	3339
met3	14	0.06169	1353
met5	-	0	0
Power is estimated from default activity; no workload was simulated.
